$ cat flow/config.mk
export PLATFORM = sky130hd
export DESIGN_NAME = rj
export DESIGN_NICKNAME = rj
export VERILOG_FILES = /design/flow/design.v
export SDC_FILE = /design/flow/constraint.sdc
export NUM_CORES = 4
export LEC_CHECK = 1
export CORE_AREA = 10 10 70 70
export DIE_AREA = 0 0 80 80
$ cat flow/constraint.sdc
current_design rj

set clk_period 1.3
set clk_io_pct 0.2

create_clock -name clk0 -period $clk_period [get_ports {clk}]

set non_clock_inputs [all_inputs -no_clocks]
set_input_delay [expr $clk_period * $clk_io_pct] -clock clk0 $non_clock_inputs
set_output_delay [expr $clk_period * $clk_io_pct] -clock clk0 [all_outputs]
$ cat flow/design.v
`timescale 1ns / 1ps
module rj(
    input clk, reset,
    output clk_div
    );
    reg clk_d;
    reg [3:0] count;
    always @(posedge (clk), posedge (reset))
    begin
        if (reset == 1)
        begin
            count <= 'b0;
            clk_d <= 0;
        end
        else if (count == 4)
        begin
            clk_d <= 1;
            count <= 'b0;        
        end
        else 
        begin
            clk_d <= 0;
            count <= count +1;
        end
    end
    assign clk_div = clk_d;
endmodule
$ cat flow/run.sh
#!/bin/bash
# OpenROAD 26Q1-2900-gdf79404cd8, Yosys 0.63+post, stock flow scripts
make -C /OpenROAD-flow-scripts/flow DESIGN_CONFIG=/design/flow/config.mk WORK_HOME=/design/flow/orfs finish
==> run notes <==
The implementation run finished. Share of synthesized area occupied by flip-flops and latches landed at 56.18%. Detailed routing inserted a total of 142 vias. After synthesis, the chip area reported by Yosys is 222.7 µm². Summed over all cells, the static leakage comes to 0.1777 nW. Number of OpenROAD warnings landed at 26. Setup TNS landed at 0 ns. Per the synthesis report, the simple-gate share of the synthesized area is 18.54%. In the setup report, the worst path falls into the class register to register. Power comes to 0.0003389 W. Synthesized-area fraction occupied by adder cells landed at 11.24%. The cell family contributing the most delay on the critical path is flip-flops. Aoi/oai-family share of the synthesized area landed at 2.247%. Instance count of the mapped netlist landed at 19. First-pass detailed-route iteration total landed at 2. In this run the worst hold path is classified as primary input to asynchronous set/reset pin.

Per the skew report, the later register of the worst-skew pair sees a clock latency of 0.24 ns. In this run the count of I/O pins placed on the die edge is 3. Via count of the first global-routing pass landed at 162. The routed design shows a via density per instance of 2.000. Of the cells placed in the final design, the portion with a size suffix greater than 1 is 16.00%. The critical path maximum fanout is 4. The slowest stage of the critical path is the dfrtp_1 cell.

Remaining antenna violation count landed at 0. STA classifies the critical path endpoint as a register. Grouping non-sequential cells by family puts the most area in simple AND/OR/NAND/NOR gates. The most critical setup path has its startpoint at count[0]. Multiplexer cells account for 6.742% of the synthesized area. The script logs the mean routed wire length per placed instance as 5.183 µm.

Walking the worst path, the cells encountered are inv_1 -> ha_1 -> nor2_1 -> mux2_4. The filler cells instantiated in the layout total 409. Looking at the max-slew report, the worst-margin pin has a slew of 0.1915 ns.

For this block, the initial DRC count from the detailed router was 8. In this run the tool buffered the top-level ports with 2 buffer cells. The final critical path takes up 81.39% of the cycle.

For the worst reg-to-reg path, the startpoint reported by OpenROAD is count[0]. Setup repair after global routing left no endpoint under its margin. Per the CTS log, the buffer count on the longest clock path is 2. The worst register-to-register path ends at count[3].

Upper clock frequency limit landed at 945.1 MHz. CTS sink count landed at 5. Clock-pin slew on the worst setup and hold paths landed at 0.04 ns. The smallest clock period supported by the final layout is computed as 1.058 ns. Quantity of hold-fixing buffers added after cts landed at 0. For this run, the total global-route usage over all layers was measured as 1.484%.

Yosys warning count landed at 1. Internal reg-to-reg setup slack landed at 0.24 ns. After detailed routing, the total wire length is 368 µm.

Per the final timing report, the hold violations number 0. Worst path arrival time landed at 1.18 ns. Total setup buffers inserted after CTS landed at 0.

Share of the synthesized netlist area taken by xor and xnor gates landed at 0%. Die area landed at 0.006400 mm². Max-cap violations in this run came to 0.

Post-synthesis instance area landed at 222.7 µm². Counting pins that exceed their max-slew limit in the final report gives 0. Total global routing overflow landed at 0. For the final database, setup skew stands at 0.004097 ns. Worst max-slew margin expressed relative to the limit landed at 87.22%. Number of buffers and inverters on the critical path landed at 1.

Height of the die landed at 80 µm. Largest net degree at the start of global routing landed at 6. Number of distinct library cells after synthesis landed at 11. Total number of placement rows landed at 21.

The share of the core area taken by cells at floorplan is 6.520%. Per the summary, power density relative to cell area is 1030 mW/mm². After synthesis the netlist holds a flip-flop and latch count of 5. Looking at the clock tree report, the H-tree level count equals 1. The timing report lists the critical path depth as 4 cells. TritonCTS built the clock tree. Summed over all nets, the half-perimeter wirelength after detailed placement is 283.4 µm. Wire length of the first global-routing pass landed at 669 µm. The end-of-flow timing check tallies setup violations at 0. Clock buffer count from CTS landed at 3. The number of antenna diodes in the final layout is 0. From synthesis to final layout, the design area changed by 47.75%. The OpenROAD report gives the critical path a required time of 1.43 ns.

Number of gates given a new drive strength after cts landed at 0. DRC violation count after routing landed at 0. After synthesis, the mean cell area works out to 11.72 µm². The longest incremental delay of any stage on the critical path is reported as 0.40 ns. The worst setup path is launched from a register. The initial antenna violation count is 0.

The tree is rooted in a clkbuf_4. Per the OpenROAD floorplan log, the area of the core is 0.003416 mm². The worst register-to-register path depth is 4.

Cell count listed in synth_stat.txt landed at 19. The flow ran to the end, and the final reports show no timing, DRC or antenna violations. Horizontal die dimension landed at 80 µm. The worst-case IR drop observed on VDD is 0.1589 mV.

The congestion estimate from routability-driven global placement came to 0.6875. In this run the worst setup path terminates at count[3].
flip-flops by register name, summed over array words and instances (netlist names):
| register | count |
|---|---|
| clk_d | 1 |
| count | 4 |
worst min-delay path by stage:
stage     endpoint  slack [ns]  cells past startpoint
6_report     clk_d        0.22                      2
5_1_grt      clk_d        0.22                      2
4_1_cts      clk_d        0.22                      2
cell families after synthesis:
logic type / after synthesis
AND/OR/NAND/NOR: 7
adder cells (fa/ha/maj): 2
flip-flops: 5
buffers and inverters: 3
multiplexers: 1
AND-OR/OR-AND: 1
stage by stage:
stage | utilization (%) | worst slack, ns | instance area, µm² | instances | hold WS, ns
floorplan | - | 0.2930 | 222.7 | 19 | 0.03852
global placement | 8.791 | 0.2748 | 300.3 | 67 | 0.4601
detailed placement | 8.791 | 0.2380 | 300.3 | 67 | 0.4700
CTS | 9.560 | 0.01280 | 326.6 | 71 | 0.2173
global route | 9.634 | 0.1653 | 329.1 | 71 | 0.2242
finish | 9.634 | 0.2419 | 329.1 | 71 | 0.2170
area by class of cell:
type / instances / area [µm²] / area share (%)
clock buffer: 4 / 26.28 / 7.985
inverter: 3 / 11.26 / 3.422
multi-input combinational: 11 / 86.33 / 26.24
sequential: 5 / 125.1 / 38.02
tap: 46 / 57.56 / 17.49
timing repair buffer: 2 / 22.52 / 6.844
Yosys cell counts:
| master | instances | share of area, % |
|---|---|---|
| inv_1 | 3 | 5.1 |
| nor2b_1 | 1 | 2.8 |
| o21ai_1 | 1 | 2.2 |
| nand3_1 | 1 | 2.2 |
| and3b_1 | 1 | 3.9 |
| nor2_1 | 2 | 3.4 |
| nand2b_1 | 1 | 2.8 |
| mux2_4 | 1 | 6.7 |
| ha_1 | 2 | 11 |
| dfrtp_1 | 5 | 56 |
| or2b_1 | 1 | 3.4 |
metal layers:
metal  share of wire [%]  track usage [%]  vias to the layer above
li1                    -                -                       71
met2                  33            1.685                        7
met5                   0                0                        -
met3                  27            2.500                        0
met4                   0           0.1761                        0
met1                  39            1.335                       64
power breakdown:
part | switching [W] | total (W) | internal (W)
registers | 0 | 0.000156 | 0.000156
logic | 0.00000319 | 0.00000600 | 0.00000281
clock network | 0.0000607 | 0.000177 | 0.000116
placed cells by master, fill, tap and decap left out:
master           Yosys  layout
or2b_1               1       1
o21ai_1              1       1
mux2_4               1       1
inv_1                3       3
clkbuf_1             0       1
nor2_1               2       2
dfrtp_1              5       5
clkdlybuf4s50_1      0       1
dlymetal6s2s_1       0       1
nor2b_1              1       1
ha_1                 2       2
and3b_1              1       1
clkbuf_4             0       3
nand2b_1             1       1
nand3_1              1       1
No activity file was given, so power comes from the tool's default toggle rates.
