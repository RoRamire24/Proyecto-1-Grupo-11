[./run.sh]
#!/bin/bash
# OpenROAD 26Q1-2900-gdf79404cd8, Yosys 0.63+post, stock flow scripts
make -C /OpenROAD-flow-scripts/flow DESIGN_CONFIG=/design/flow/config.mk WORK_HOME=/design/flow/orfs finish
[./config.mk]
export PLATFORM = sky130hd
export DESIGN_NAME = sync
export DESIGN_NICKNAME = sync
export VERILOG_FILES = /design/flow/design.v
export SDC_FILE = /design/flow/constraint.sdc
export NUM_CORES = 4
export LEC_CHECK = 1
export CORE_AREA = 10 10 99 99
export DIE_AREA = 0 0 109 109
[./constraint.sdc]
current_design sync

set clk_period 2.4
set clk_io_pct 0.2

create_clock -name clk0 -period $clk_period [get_ports {clk}]

set non_clock_inputs [all_inputs -no_clocks]
set_input_delay [expr $clk_period * $clk_io_pct] -clock clk0 $non_clock_inputs
set_output_delay [expr $clk_period * $clk_io_pct] -clock clk0 [all_outputs]
[./design.v]
`timescale 1ns / 1ps
module sync(
    input reset, clk,
    output wire hsync, vsync, video_on,
    output wire clk_25m,
    output wire [9:0] pixel_x, pixel_y
    );
    reg clk_d;
    reg [3:0] count;
    wire clk_div;
    always @(posedge (clk), posedge (reset))
    begin
        if (reset == 1)
        begin
            count <= 'b0;
            clk_d <= 0;
        end
        else if (count == 4)
        begin
            clk_d <= 1;
            count <= 'b0;        
        end
        else 
        begin
            clk_d <= 0;
            count <= count +1;
        end
    end
    assign clk_div = clk_d;
    localparam areavisibleh = 640;
    localparam backporch = 48;
    localparam frontporch = 16;
    localparam retraceh = 96;
    localparam areavisiblev = 480;
    localparam fronttop = 10;
    localparam backtop = 33;
    localparam retracev = 2;
    reg [9:0] hcount, vcount;
    reg v_sync, h_sync;
    wire v_sync_next , h_sync_next;
    always @ (posedge (clk), posedge (reset))
    begin
        if (reset == 1)
        begin
            hcount <= 'b0;
            vcount <= 'b0;
            v_sync <= 'b0;
            h_sync <= 'b0;
        end
        else if (clk_div == 1)
        begin
            if (hcount == (areavisibleh + backporch + frontporch + retraceh -1))
            begin
                hcount <= 'b0;
                if (vcount == (areavisiblev + backtop + fronttop + retracev -1)) 
                    vcount <= 'b0;
                else 
                    vcount <= vcount + 1;
            end
            else 
                hcount <= hcount + 1;
        end
        else 
        begin
            hcount <= hcount;
            vcount <= vcount;
            h_sync <= h_sync_next;
            v_sync <= v_sync_next;
        end
    end
    assign h_sync_next = ((hcount >= 'd659) && (hcount <= 'd751));
    assign v_sync_next = ((vcount >= 'd490) && (vcount <= 'd491));
    assign video_on = ((hcount < areavisibleh) && (vcount < areavisiblev));
    assign pixel_x = hcount;
    assign pixel_y = vcount;
    assign hsync = h_sync;
    assign vsync = v_sync;
    assign clk_25m = clk_d;
endmodule
==> flow_metrics.tcl <==
# flow metrics
set metrics [dict create \
    dpl-instance-area_sq_um 1757 \
    end_kind "output port" \
    cts-root-buf "clkbuf_8" \
    dr.pass1.iters 4 \
    power_density_nw_per_um2 403.6 \
    cp_slowest_stage_delay_ps 460 \
    r2r-end "vcount[2]$_DFFE_PP0P_" \
    r2r_slack_ps 520 \
    fin_ws_ps 288.6 \
    wirelength_mm 3.277 \
    avgSynthCellArea_sq_um 10.51 \
    clock_sinks 27 \
    ys_area_sq_um 1376 \
    slew_headroom_pct 74.64 \
    crit_fanout 7 \
    place_congestion 0.8416 \
    cts_tree "done" \
    yosys_register_bits 27 \
    fin_cells 262 \
    start_kind "flip-flop" \
    syn_to_final_growth_pct 31.18 \
    boundaryPins 26 \
    final_cell_area_sq_um 1805 \
    drt_iter0_markers 66 \
    fin_crit_ps 2111 \
    cts_resized 0 \
    ctsHoldBuffers 0 \
    maxCapViolCount 0 \
    layout.cells.most_common "dfrtp_1" \
    dp.cells 258 \
    ys_types 38 \
    path_cells "o21ai_0, and3_1, clkdlybuf4s50_1" \
    slew_violations 0 \
    grt_pass1_vias 1069 \
    period_used_pct 87.98 \
    worst_path_max_delay_cell "dfrtp_1" \
    min-delay-start "count[0]$_DFF_PP0_" \
    n_antenna_cell 0 \
    initCoreUtil_pct 17.81 \
    hold_class "reg -> reg" \
    whs_path_depth 1 \
    required_ps 1920 \
    viasPerCell 3.859 \
    skew_ps 5.085 \
    rr_worst_depth 6 \
    syn_area_sq_um 1376 \
    power.total_mw 0.7286 \
    hold_end "count[0]$_DFF_PP0_" \
    die_area_sq_um 11880 \
    die_width_um 109 \
    yosysWarnings 1 \
    routedWlPerCell_um 12.51 \
    outcome "finished, final reports clean" \
    grt_antenna_before_repair 0 \
    crit_family "flip-flops" \
    grt_start_max_net_pins 28 \
    grt_setup_unrepaired "no" \
    postCtsSetupRepairBufs 0 \
    syn_inst 131 \
    ys_cells 131 \
    clk_latency_ps 270 \
    die_h_um 109 \
    synth.area.top_cells "dfrtp_1, xnor2_1, ha_1, nor2_1, nand3_1" \
    fin_util_pct 23.36 \
    hold_violations 0 \
    hpwl_mm 2.524 \
    mostFrequentLayoutCells "dfrtp_1, clkdlybuf4s50_1, nor2_1" \
    path_buffers 1 \
    htreeDepth 1 \
    reg2reg_from "hcount[0]$_DFFE_PP0P_" \
    fmax_mhz 473.6 \
    ant_nets 0 \
    tightest_slew_ps 380.3 \
    arrival_ps 1630 \
    final_layout_size_suffix_gt1_share_pct 8.750 \
    grt_first_pass_wirelength_mm 5.416 \
    ir_worst_vdd_uv 190.4 \
    cts_max_path_buffers 2 \
    numCtsBuffers 3 \
    setup_violations 0 \
    coreArea_sq_um 7727 \
    largest_area_cell "dfrtp_1" \
    portBuffers 25 \
    vias 1011 \
    leakage_nw 0.7567 \
    track_usage_pct 5.585 \
    drc 0 \
    holdWs_ps 493.3 \
    critPathKind "reg -> out" \
    tns_ps 0 \
    dp_slack_ps 540.9 \
    overflow 0 \
    synth_top_area_share_pct 49.09 \
    row_count 32 \
    warnings 28 \
    cts.clk_slew.worst_paths_ps 100 \
    ys_seq_share_pct 49.09 \
]
area by class of cell:
class                           instances  area [sq um]
Sequential cell                        27         675.6
Tap cell                              102         127.6
Clock buffer                            3         41.29
Multi-Input combinational cell         93         654.4
Fill cell                             830          5922
Timing Repair Buffer                   27         265.3
Inverter                                9         33.78
Clock inverter                          1         7.507
power by group:
group          internal (mW)  total, mW  switching, mW
combinational        0.00261     0.0119        0.00926
clock                  0.118      0.262          0.145
sequential             0.455      0.455              0
total                  0.575      0.729          0.154
registers in the layout (all words and copies together), names as in the netlist:
register and count:
vcount 10, hcount 10, v_sync 1, clk_d 1
count 4, h_sync 1
cell families after synthesis:
family	synth area share [%]
simple gates	24.73
flops	49.09
compound gates	8.000
xor+xnor	7.001
buf+inv	3.363
fa+ha+maj	5.454
mux	2.364
Yosys cell counts:
| library cell | count |
|---|---|
| dfrtp_1 | 27 |
| nor2_1 | 12 |
| inv_1 | 9 |
| xnor2_1 | 9 |
| nand3_1 | 8 |
| nand2_1 | 7 |
| o21ai_0 | 7 |
| ha_1 | 6 |
| nand4b_1 | 4 |
| a22o_1 | 3 |
| and3_1 | 3 |
| nand4_1 | 3 |
| a21o_1 | 2 |
| and4_1 | 2 |
| nand2b_1 | 2 |
| nor3_1 | 2 |
| nor3_2 | 2 |
| or3_1 | 2 |
| xor2_1 | 2 |
| a21oi_1 | 1 |
| buf_2 | 1 |
| buf_4 | 1 |
| mux2_1 | 1 |
| mux2_2 | 1 |
| mux2i_1 | 1 |
| nand3b_1 | 1 |
| nand4_4 | 1 |
| nor2_2 | 1 |
| nor2_4 | 1 |
| nor2b_1 | 1 |
| nor3b_1 | 1 |
| nor4_1 | 1 |
| o21a_1 | 1 |
| o21ai_1 | 1 |
| o21bai_1 | 1 |
| o41ai_1 | 1 |
| or2_2 | 1 |
| or3_4 | 1 |
metal layers:
metal	global-route usage, %	part of all wire, %
met4	0.5650	0
met1	7.270	46
met2	9.769	51
met5	0	0
met3	1.016	3.1
how the worst max path moves through the flow:
stage / cells after the start / start / end
CTS: 3 / hcount[8]$_DFFE_PP0P_ / video_on
global route: 3 / hcount[8]$_DFFE_PP0P_ / video_on
finish: 3 / hcount[8]$_DFFE_PP0P_ / video_on
No activity file was given, so power comes from the tool's default toggle rates.
