File: ./design.v
`timescale 1ns / 1ps
module proyecto1(
    input reset, clk,
    input wire [2:0] rgbswitches,
    output reg [2:0] rgbtext,
    output wire hsync, vsync
    );
    wire clk_25m;
    wire video_on;
    wire [9:0] pixel_x, pixel_y;    
    reg clk_d;
    reg [1:0] count;
    wire clk_div;
    always @(posedge (clk), posedge (reset))
    begin
        if (reset == 1)
        begin
            count <= 'b0;
            clk_d <= 0;
        end
        else if (count == 3)
        begin
            clk_d <= 1;
            count <= 'b0;        
        end
        else 
        begin
            clk_d <= 0;
            count <= count +1;
        end
    end
    assign clk_div = clk_d;
    localparam areavisibleh = 640;
    localparam backporch = 48;
    localparam frontporch = 16;
    localparam retraceh = 96;
    localparam areavisiblev = 480;
    localparam fronttop = 10;
    localparam backtop = 33;
    localparam retracev = 2;
    reg [9:0] hcount, vcount;
    reg v_sync, h_sync;
    wire v_sync_next , h_sync_next;
    always @ (posedge (clk), posedge (reset))
    begin
        if (reset == 1)
        begin
            hcount <= 'b0;
            vcount <= 'b0;
            v_sync <= 'b0;
            h_sync <= 'b0;
        end
        else if (clk_div == 1)
        begin
            if (hcount == (areavisibleh + backporch + frontporch + retraceh -1))
            begin
                hcount <= 'b0;
                if (vcount == (areavisiblev + backtop + fronttop + retracev -1)) 
                    vcount <= 'b0;
                else 
                    vcount <= vcount + 1;
            end
            else 
                hcount <= hcount + 1;
        end
        else 
        begin
            hcount <= hcount;
            vcount <= vcount;
            h_sync <= h_sync_next;
            v_sync <= v_sync_next;
        end
    end
    assign h_sync_next = ((hcount >= 'd659) && (hcount <= 'd751));
    assign v_sync_next = ((vcount >= 'd490) && (vcount <= 'd491));
    assign video_on = ((hcount < areavisibleh) && (vcount < areavisiblev));
    assign pixel_x = hcount;
    assign pixel_y = vcount;
    assign hsync = ~h_sync;
    assign vsync = ~v_sync;
    assign clk_25m = clk_d;
    wire [2:0] lsbx;
    wire [3:0] lsby;
    assign lsbx = ~pixel_x[2:0] ;
    assign lsby = pixel_y[3:0];
    reg [2:0] letter_rgb;
    wire [7:0] Data;
    reg [1:0] as;
    localparam fxl = 296;
    localparam fxr = 303;
    localparam rxl = 312;
    localparam rxr = 319;
    localparam jxl = 328;
    localparam jxr = 335;
    localparam yt = 224;
    localparam yb = 239;
    wire fon, ron, jon;
    assign fon =
    (fxl<=pixel_x) && (pixel_x<=fxr) &&
    (yt<=pixel_y) && (pixel_y<=yb);
    assign ron =
    (rxl<=pixel_x) && (pixel_x<=rxr) &&
    (yt<=pixel_y) && (pixel_y<=yb);
    assign jon =
    (jxl<=pixel_x) && (pixel_x<=jxr) &&
    (yt<=pixel_y) && (pixel_y<=yb);
    always @* 
       begin
        if (fon)
            as <= 2'b01; 
        else if (ron)
            as <= 2'b10;
        else if (jon)
            as <= 2'b11;
        else
            as <= 2'b00;   
       end
    ROM FONT(as,lsby,Data); 
    reg pixelbit;
    always @*
        case (lsbx)
        3'h0: pixelbit <= Data[0];
        3'h1: pixelbit <= Data[1];
        3'h2: pixelbit <= Data[2];
        3'h3: pixelbit <= Data[3];
        3'h4: pixelbit <= Data[4];
        3'h5: pixelbit <= Data[5];
        3'h6: pixelbit <= Data[6];
        3'h7: pixelbit <= Data[7];
    endcase
    always @*
        if (pixelbit)
            letter_rgb <= rgbswitches;
        else
            letter_rgb <= 3'b000;
    always @*
        if (~video_on)
            rgbtext = 3'b000;  
        else if (fon|ron|jon)  
            rgbtext = letter_rgb; 
        else
            rgbtext = 3'b000;  
endmodule
module ROM (
    input wire [1:0]as,
    input wire [3:0]lsby,
    output reg [7:0]data 
    );
    reg [7:0]adress;
    always @*
        adress <= {as,lsby};
    always @*
        case (adress)
        8'h00: data = 8'b00000000;
        8'h01: data = 8'b00000000; 
        8'h02: data = 8'b00000000; 
        8'h03: data = 8'b00000000; 
        8'h04: data = 8'b00000000; 
        8'h05: data = 8'b00000000;  
        8'h06: data = 8'b00000000;
        8'h07: data = 8'b00000000; 
        8'h08: data = 8'b00000000; 
        8'h09: data = 8'b00000000;
        8'h0a: data = 8'b00000000;
        8'h0b: data = 8'b00000000; 
        8'h0c: data = 8'b00000000; 
        8'h0d: data = 8'b00000000;
        8'h0e: data = 8'b00000000;
        8'h0f: data = 8'b00000000; 
        8'h010: data = 8'b00000000;  
        8'h011: data = 8'b01111110;  
        8'h012: data = 8'b01111110;  
        8'h013: data = 8'b01100000;  
        8'h014: data = 8'b01100000;  
        8'h015: data = 8'b01100000;  
        8'h016: data = 8'b01100000;  
        8'h017: data = 8'b01111110;  
        8'h018: data = 8'b01100000;  
        8'h019: data = 8'b01100000;  
        8'h01a: data = 8'b01100000;  
        8'h01b: data = 8'b01100000;  
        8'h01c: data = 8'b01100000;  
        8'h01d: data = 8'b01100000;  
        8'h01e: data = 8'b01100000;  
        8'h01f: data = 8'b00000000;  
        8'h020: data = 8'b00000000;  
        8'h021: data = 8'b01111100;  
        8'h022: data = 8'b01100110;  
        8'h023: data = 8'b01100110;  
        8'h024: data = 8'b01100110;  
        8'h025: data = 8'b01100110;  
        8'h026: data = 8'b01100110;  
        8'h027: data = 8'b01111100;  
        8'h028: data = 8'b01111100;  
        8'h029: data = 8'b01100110;  
        8'h02a: data = 8'b01100110;  
        8'h02b: data = 8'b01100110;  
        8'h02c: data = 8'b01100110;  
        8'h02d: data = 8'b01100110;  
        8'h02e: data = 8'b01100110;  
        8'h02f: data = 8'b00000000;  
        8'h030: data = 8'b00000000;  
        8'h031: data = 8'b00000110;  
        8'h032: data = 8'b00000110;  
        8'h033: data = 8'b00000110;  
        8'h034: data = 8'b00000110;  
        8'h035: data = 8'b00000110;  
        8'h036: data = 8'b00000110;  
        8'h037: data = 8'b00000110;  
        8'h038: data = 8'b00000110;  
        8'h039: data = 8'b00000110;  
        8'h03A: data = 8'b00000110;  
        8'h03B: data = 8'b00000110;  
        8'h03C: data = 8'b00000110;  
        8'h03D: data = 8'b01100110;  
        8'h03E: data = 8'b00111100;  
        8'h03F: data = 8'b00000000;  
        default : data = 8'b00000000;
    endcase
endmodule
File: ./run.sh
#!/bin/bash
# OpenROAD 26Q1-2900-gdf79404cd8, Yosys 0.63+post, stock flow scripts
make -C /OpenROAD-flow-scripts/flow DESIGN_CONFIG=/design/flow/config.mk WORK_HOME=/design/flow/orfs finish
File: ./config.mk
export PLATFORM = sky130hd
export DESIGN_NAME = proyecto1
export DESIGN_NICKNAME = proyecto1
export VERILOG_FILES = /design/flow/design.v
export SDC_FILE = /design/flow/constraint.sdc
export NUM_CORES = 4
export LEC_CHECK = 1
export CORE_UTILIZATION = 40
File: ./constraint.sdc
current_design proyecto1

set clk_period 2.6
set clk_io_pct 0.2

create_clock -name clk0 -period $clk_period [get_ports {clk}]

set non_clock_inputs [all_inputs -no_clocks]
set_input_delay [expr $clk_period * $clk_io_pct] -clock clk0 $non_clock_inputs
set_output_delay [expr $clk_period * $clk_io_pct] -clock clk0 [all_outputs]
==> CHANGELOG.md <==
### Metrics

* Sequential Power Share at 61.2%
* Post-synth mux share at 3.72%
* First-pass detailed-route iteration total at 5
* Vias per cell at 5.43
* Clock Power Share at ~37%
* Vias at roughly 1400
* Synth Flop Type: dfrtp_1
* Switching Fraction at about a fifth
* Slew headroom at 71.9%
* Flip-flops with a built-in enable at 0
* Yosys aoi share at 17.0%
* Drt wl/cell at 13.7 um
* Pin count of the biggest net entering global routing at 26
* Die ar. at 4550 um^2
* Seq share, synth at a little over a third
* Leak at 0.855 nW
* Crit path time final at 2490 ps
* Max-area cell share at 36.5%
* Share of layout cells above drive strength 1 at 27.5%
* Row count at 23
* Worst min path class: reg2reg
* Critical path class: reg2out
* Met2 Track Usage GR at 27.2%
* Worst Reg-to-Reg Cells at 7
* Chip Area, Yosys at 1710 um^2
* Final Skew at 6.65 ps
* CTS root buf: clkbuf_8
* DRC viols at 0
* Yosys stat cell total at 188
* Worst hold stages at 1
* Placement Setup Slack at -17.3 ps
* Max Root-Sink Buffers at 2
* Busiest metal layer after global routing: met1
* Max Cap Violations at 0
* Hpwl dp at 2610 um
* Crit path to: rgbtext[1]
* Final Max Slew Viols at 0
* Finished Layout Cells at 261
* Met1 usage at 28.3%
* Crit share post-route at between 90% and 100%
* Final setup violation count at 0
* FMAX at roughly 0.40 GHz
* Hold Violations, Final at 0
* CP Data Required Time at 2080 ps
* First-pass GRT wire length at 5970 um
* CTS tree: done
* Simple share at 23.9%
* Most numerous logic cell after layout: dfrtp_1
* Internal at 0.000503 W
* Synth Instances at roughly 190
* GP Congestion at 0.903
* Syn avg cell area at 9.12 um^2
* Yosys reg bits at 25
* Worst VDD drop at about 0.23 mV
* Total power at 0.000634 W
* Outcome: complete, no violations
* XOR-XNOR Cells, Area Fraction at 4.09%
* Grt ovf at 0
* Main area contributors: dfrtp_1 36%, ha_1 7.3%, nand2_1 4.6%
* Yosys warns at 2
* Vias in the first global route at 1256
* Setup crit start: vcount[0]
* Crit path DAT at 1970 ps
* NetSw at 0.000131 W
* # IOs at 10
* Reg clk slew, reported paths at roughly 80 ps
* RSZ-0062 raised after global routing: no
* Total Neg Setup Slack at 0 ps
* Met3 usage in global routing at 3.08%
* Top non-seq family: simple AND/OR/NAND/NOR gates
* Logic gate share of total power at 2.3%
* Synth cell types at about 47
* PD cells at 302 nW/um^2
* Area Growth Syn to Fin at 22.3%
* Setup slack after layout at 112 ps
* PortBufs at 9
* Total track usage at around 18%
* Crit. End Element: output port
* Hold slack at 436 ps
* Log Warnings at 32
* Placed cells at 251
* Post-Syn Area at 1710 um^2
* TritonCTS buffer count at 3
* Initial antenna violation count at 0
* Worst R2R End: vcount[7]
* Final ANT Viol Nets at 0
* WL final at 3570 um
* Crit-path max FO at 3
* R2r setup slk at 610 ps
* Synth Area in Adders at 7.30%
* Core area at 4060 um^2
* Die x size at about 67 um
* Ant. Diodes at 0
* H-tree depth at 1
* Dominant cell type by area after synthesis: dfrtp_1
* Most frequent cells in the layout: 23 x dfrtp_1, 21 x nand2_1, 21 x buf_4
* Initial Util at 42.2%
* Worst-margin pin slew at 422 ps
* CTS Sinks at 25
* Async SR Flop Fraction at 100%
* Vert. Die Dim at 67.5 um
* RR Startpoint: hcount[1]
* Type of origin of the critical path: flip-flop
* Clock insertion delay at the later pin of the skew report at 270 ps
* DR iter-0 viols at 58
* Post-CTS Hold Fix Bufs at 0
-- cells by family after synthesis --
family | count (synthesis)
AND-OR/OR-AND | 44
XOR/XNOR | 8
adder cells (fa/ha/maj) | 10
buffers and inverters | 23
flip-flops | 25
multiplexers | 6
AND/OR/NAND/NOR | 72
-- power groups by stage --
stage | registers (W) | logic (W) | clock network [W]
CTS | 0.000388 | 0.0000153 | 0.000243
global route | 0.000389 | 0.0000167 | 0.000258
finish | 0.000388 | 0.0000145 | 0.000231
-- repair_timing --
| action | 4_1_cts | 5_1_grt |
|---|---|---|
| setup endpoints to repair | 3 | 3 |
| resized | 23 | 15 |
| setup buffers | 7 | 0 |
| pin swaps | 7 | 2 |
-- cell usage after synthesis, drive strengths merged (2+ instances only) --
library cell  count
dfrtp            25
nand2            21
o21ai            14
inv              11
ha               10
nand3            10
nor2             10
buf               8
o31ai             6
a21oi             5
a31oi             5
nor3b             5
xnor2             5
and3              4
clkbuf            4
nor2b             4
nor4b             4
and2              3
mux2              3
mux2i             3
nand4             3
o21a              3
xor2              3
nand2b            2
nor3              2
o211ai            2
-- worst max-delay path: stages, from the launching register on --
cell and delay (ps):
dfrtp_1 380, inv_2 70, ha_4 150, nor3b_4 150, a2111o_1 450, a31oi_4 170, nand2_1 70, a31oi_1 140
clkbuf_2 110
-- through the flow --
| step | cell area [um^2] | util, % |
|---|---|---|
| 2_1_floorplan | 1710 | - |
| 3_3_place_gp | 1900 | 46.8 |
| 3_5_place_dp | 1900 | 46.8 |
| 4_1_cts | 2070 | 51.0 |
| 5_1_grt | 2100 | 51.7 |
| 6_report | 2100 | 51.7 |
-- metal layers --
metal | routed length (um) | vias to the layer above
met5 | 0 | -
met4 | 17 | 0
met3 | 133 | 2
met2 | 1650 | 24
met1 | 1770 | 676
li1 | - | 715
-- state kept, by name, indices dropped and copies added, names as in the netlist --
register and count:
vcount 10, clk_d 1, hcount 10, v_sync 1, h_sync 1, count 2
-- worst min-delay path by stage --
| stage | start | end | slack (ps) |
|---|---|---|---|
| after CTS | count[0] | count[0] | 440 |
| after global routing | count[0] | count[0] | 460 |
| final | count[0] | count[0] | 440 |
-- area by class of cell --
class | instances | area [um^2]
fillers | 341 | 1960
multi-input cells | 140 | 1070
flip-flops and latches | 25 | 628
repair buffers | 31 | 244
well taps | 50 | 62.6
clock buffers | 3 | 41.3
inverters | 11 | 41.3
clock inverters | 1 | 7.51
Power figures rest on the tool's default switching activity, not on a simulated workload.
